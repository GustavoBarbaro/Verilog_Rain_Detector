## flow/run.sh

```bash
#!/bin/bash
# OpenROAD 26Q1-2900-gdf79404cd8, Yosys 0.63+post, stock flow scripts
make -C /OpenROAD-flow-scripts/flow DESIGN_CONFIG=/design/flow/config.mk WORK_HOME=/design/flow/orfs finish
```

## flow/design.v

```verilog
module LCD_Display(iCLK_50MHZ, iRST_N,
	hex_1_00, hex_1_01, hex_1_02, hex_1_03, hex_1_04, hex_1_05, hex_1_06, hex_1_07, hex_1_08, hex_1_09, hex_1_10, hex_1_11, hex_1_12, hex_1_13, hex_1_14, hex_1_15,
	hex_2_00, hex_2_01, hex_2_02, hex_2_03, hex_2_04, hex_2_05, hex_2_06, hex_2_07, hex_2_08, hex_2_09, hex_2_10, hex_2_11, hex_2_12, hex_2_13, hex_2_14, hex_2_15,
    LCD_RS,LCD_E,LCD_RW,DATA_BUS);
input iCLK_50MHZ, iRST_N;
input [7:0] hex_1_00, hex_1_01, hex_1_02, hex_1_03, hex_1_04, hex_1_05, hex_1_06, hex_1_07, hex_1_08, hex_1_09, hex_1_10, hex_1_11, hex_1_12, hex_1_13, hex_1_14, hex_1_15;
input [7:0] hex_2_00, hex_2_01, hex_2_02, hex_2_03, hex_2_04, hex_2_05, hex_2_06, hex_2_07, hex_2_08, hex_2_09, hex_2_10, hex_2_11, hex_2_12, hex_2_13, hex_2_14, hex_2_15;
output LCD_RS, LCD_E, LCD_RW;
inout [7:0] DATA_BUS;
parameter
HOLD = 4'h0,
FUNC_SET = 4'h1,
DISPLAY_ON = 4'h2,
MODE_SET = 4'h3,
Print_String = 4'h4,
LINE2 = 4'h5,
RETURN_HOME = 4'h6,
DROP_LCD_E = 4'h7,
RESET1 = 4'h8,
RESET2 = 4'h9,
RESET3 = 4'ha,
DISPLAY_OFF = 4'hb,
DISPLAY_CLEAR = 4'hc;
reg [3:0] state, next_command;
reg [7:0] DATA_BUS_VALUE;
wire [7:0] Next_Char;
reg [19:0] CLK_COUNT_400HZ;
reg [4:0] CHAR_COUNT;
reg CLK_400HZ, LCD_RW_INT, LCD_E, LCD_RS;
assign DATA_BUS = (LCD_RW_INT? 8'bZZZZZZZZ: DATA_BUS_VALUE);
LCD_display_string u1(
.index(CHAR_COUNT),
.out(Next_Char),
.hex_1_00 (hex_1_00),
.hex_1_01 (hex_1_01),
.hex_1_02 (hex_1_02),
.hex_1_03 (hex_1_03),
.hex_1_04 (hex_1_04),
.hex_1_05 (hex_1_05),
.hex_1_06 (hex_1_06),
.hex_1_07 (hex_1_07),
.hex_1_08 (hex_1_08),
.hex_1_09 (hex_1_09),
.hex_1_10 (hex_1_10),
.hex_1_11 (hex_1_11),
.hex_1_12 (hex_1_12),
.hex_1_13 (hex_1_13),
.hex_1_14 (hex_1_14),
.hex_1_15 (hex_1_15),
.hex_2_00 (hex_2_00),
.hex_2_01 (hex_2_01),
.hex_2_02 (hex_2_02),
.hex_2_03 (hex_2_03),
.hex_2_04 (hex_2_04),
.hex_2_05 (hex_2_05),
.hex_2_06 (hex_2_06),
.hex_2_07 (hex_2_07),
.hex_2_08 (hex_2_08),
.hex_2_09 (hex_2_09),
.hex_2_10 (hex_2_10),
.hex_2_11 (hex_2_11),
.hex_2_12 (hex_2_12),
.hex_2_13 (hex_2_13),
.hex_2_14 (hex_2_14),
.hex_2_15 (hex_2_15));
assign LCD_RW = LCD_RW_INT;
always @(posedge iCLK_50MHZ or negedge iRST_N)
    if (!iRST_N)
    begin
       CLK_COUNT_400HZ <= 20'h00000;
       CLK_400HZ <= 1'b0;
    end
    else if (CLK_COUNT_400HZ < 20'h0F424)
    begin
       CLK_COUNT_400HZ <= CLK_COUNT_400HZ + 1'b1;
    end
    else
    begin
      CLK_COUNT_400HZ <= 20'h00000;
      CLK_400HZ <= ~CLK_400HZ;
    end
always @(posedge CLK_400HZ or negedge iRST_N)
    if (!iRST_N)
    begin
     state <= RESET1;
    end
    else
    case (state)
    RESET1:            
    begin
      LCD_E <= 1'b1;
      LCD_RS <= 1'b0;
      LCD_RW_INT <= 1'b0;
      DATA_BUS_VALUE <= 8'h38;
      state <= DROP_LCD_E;
      next_command <= RESET2;
      CHAR_COUNT <= 5'b00000;
    end
    RESET2:
    begin
      LCD_E <= 1'b1;
      LCD_RS <= 1'b0;
      LCD_RW_INT <= 1'b0;
      DATA_BUS_VALUE <= 8'h38;
      state <= DROP_LCD_E;
      next_command <= RESET3;
    end
    RESET3:
    begin
      LCD_E <= 1'b1;
      LCD_RS <= 1'b0;
      LCD_RW_INT <= 1'b0;
      DATA_BUS_VALUE <= 8'h38;
      state <= DROP_LCD_E;
      next_command <= FUNC_SET;
    end
    FUNC_SET:
    begin
      LCD_E <= 1'b1;
      LCD_RS <= 1'b0;
      LCD_RW_INT <= 1'b0;
      DATA_BUS_VALUE <= 8'h38;
      state <= DROP_LCD_E;
      next_command <= DISPLAY_OFF;
    end
    DISPLAY_OFF:
    begin
      LCD_E <= 1'b1;
      LCD_RS <= 1'b0;
      LCD_RW_INT <= 1'b0;
      DATA_BUS_VALUE <= 8'h08;
      state <= DROP_LCD_E;
      next_command <= DISPLAY_CLEAR;
    end
    DISPLAY_CLEAR:
    begin
      LCD_E <= 1'b1;
      LCD_RS <= 1'b0;
      LCD_RW_INT <= 1'b0;
      DATA_BUS_VALUE <= 8'h01;
      state <= DROP_LCD_E;
      next_command <= DISPLAY_ON;
    end
    DISPLAY_ON:
    begin
      LCD_E <= 1'b1;
      LCD_RS <= 1'b0;
      LCD_RW_INT <= 1'b0;
      DATA_BUS_VALUE <= 8'h0C;
      state <= DROP_LCD_E;
      next_command <= MODE_SET;
    end
    MODE_SET:
    begin
      LCD_E <= 1'b1;
      LCD_RS <= 1'b0;
      LCD_RW_INT <= 1'b0;
      DATA_BUS_VALUE <= 8'h06;
      state <= DROP_LCD_E;
      next_command <= Print_String;
    end
    Print_String:
    begin
      state <= DROP_LCD_E;
      LCD_E <= 1'b1;
      LCD_RS <= 1'b1;
      LCD_RW_INT <= 1'b0;
      if (Next_Char[7:4] != 4'h0)
        DATA_BUS_VALUE <= Next_Char;
      else if (Next_Char[3:0] >9)
         DATA_BUS_VALUE <= {4'h4,Next_Char[3:0]-4'h9};
      else
         DATA_BUS_VALUE <= {4'h3,Next_Char[3:0]};
      if ((CHAR_COUNT < 31) && (Next_Char != 8'hFE))
         CHAR_COUNT <= CHAR_COUNT + 1'b1;
      else
         CHAR_COUNT <= 5'b00000; 
      if (CHAR_COUNT == 15)
        next_command <= LINE2;
      else if ((CHAR_COUNT == 31) || (Next_Char == 8'hFE))
        next_command <= RETURN_HOME;
      else
        next_command <= Print_String;
    end
    LINE2:
    begin
      LCD_E <= 1'b1;
      LCD_RS <= 1'b0;
      LCD_RW_INT <= 1'b0;
      DATA_BUS_VALUE <= 8'hC0;
      state <= DROP_LCD_E;
      next_command <= Print_String;
    end
    RETURN_HOME:
    begin
      LCD_E <= 1'b1;
      LCD_RS <= 1'b0;
      LCD_RW_INT <= 1'b0;
      DATA_BUS_VALUE <= 8'h80;
      state <= DROP_LCD_E;
      next_command <= Print_String;
    end
    DROP_LCD_E:
    begin
      LCD_E <= 1'b0;
      state <= HOLD;
    end
    HOLD:
    begin
      state <= next_command;
    end
    endcase
endmodule
module LCD_display_string(index,out,
		hex_1_00, hex_1_01, hex_1_02, hex_1_03, hex_1_04, hex_1_05, hex_1_06, hex_1_07, hex_1_08, hex_1_09, hex_1_10, hex_1_11, hex_1_12, hex_1_13, hex_1_14, hex_1_15,
		hex_2_00, hex_2_01, hex_2_02, hex_2_03, hex_2_04, hex_2_05, hex_2_06, hex_2_07, hex_2_08, hex_2_09, hex_2_10, hex_2_11, hex_2_12, hex_2_13, hex_2_14, hex_2_15,
	);
input [4:0] index;
input [7:0] hex_1_00, hex_1_01, hex_1_02, hex_1_03, hex_1_04, hex_1_05, hex_1_06, hex_1_07, hex_1_08, hex_1_09, hex_1_10, hex_1_11, hex_1_12, hex_1_13, hex_1_14, hex_1_15;
input [7:0] hex_2_00, hex_2_01, hex_2_02, hex_2_03, hex_2_04, hex_2_05, hex_2_06, hex_2_07, hex_2_08, hex_2_09, hex_2_10, hex_2_11, hex_2_12, hex_2_13, hex_2_14, hex_2_15;
output [7:0] out;
reg [7:0] out;
   always 
     case (index)
		5'h00: out <= {4'h0, hex_1_00};  
		5'h01: out <= {4'h0, hex_1_01};  
		5'h02: out <= {4'h0, hex_1_02};  
		5'h03: out <= {4'h0, hex_1_03};  
		5'h04: out <= {4'h0, hex_1_04};  
		5'h05: out <= {4'h0, hex_1_05};  
		5'h06: out <= {4'h0, hex_1_06};  
		5'h07: out <= {4'h0, hex_1_07};  
		5'h08: out <= {4'h0, hex_1_08};  
		5'h09: out <= {4'h0, hex_1_09};  
		5'hA: out <= {4'h0, hex_1_10};  
		5'hB: out <= {4'h0, hex_1_11};  
		5'hC: out <= {4'h0, hex_1_12};  
		5'hD: out <= {4'h0, hex_1_13};  
		5'hE: out <= {4'h0, hex_1_14};  
		5'hF: out <= {4'h0, hex_1_15};  
		5'h10: out <= {4'h0, hex_2_00};  
		5'h11: out <= {4'h0, hex_2_01};  
		5'h12: out <= {4'h0, hex_2_02};  
		5'h13: out <= {4'h0, hex_2_03};  
		5'h14: out <= {4'h0, hex_2_04};  
		5'h15: out <= {4'h0, hex_2_05};  
		5'h16: out <= {4'h0, hex_2_06};  
		5'h17: out <= {4'h0, hex_2_07};  
		5'h18: out <= {4'h0, hex_2_08};  
		5'h19: out <= {4'h0, hex_2_09};  
		5'h1A: out <= {4'h0, hex_2_10};  
		5'h1B: out <= {4'h0, hex_2_11};  
		5'h1C: out <= {4'h0, hex_2_12};  
		5'h1D: out <= {4'h0, hex_2_13};  
		5'h1E: out <= {4'h0, hex_2_14};  
		5'h1F: out <= {4'h0, hex_2_15};  
    default: out <= 8'h20;
     endcase
endmodule
```

## flow/constraint.sdc

```tcl
current_design LCD_Display

set clk_period 3.4
set clk_io_pct 0.2

create_clock -name clk0 -period $clk_period [get_ports {iCLK_50MHZ}]

set non_clock_inputs [all_inputs -no_clocks]
set_input_delay [expr $clk_period * $clk_io_pct] -clock clk0 $non_clock_inputs
set_output_delay [expr $clk_period * $clk_io_pct] -clock clk0 [all_outputs]
```

## flow/config.mk

```make
export PLATFORM = sky130hd
export DESIGN_NAME = LCD_Display
export DESIGN_NICKNAME = LCD_Display
export VERILOG_FILES = /design/flow/design.v
export SDC_FILE = /design/flow/constraint.sdc
export NUM_CORES = 4
export LEC_CHECK = 1
export CORE_UTILIZATION = 30
```

==> summary.txt <==
yosys + openroad results -> OpenROAD warnings=31, Dominant flop cell=dfrtp_1, clk_skew=1.42 ps, Design Power=1750 uW, Power Density=224 nW/um2, Gate power share=53.0%, CP most frequent cell=nor2_1, IO Port Bufs=259, final setup fails=0, leakage power=0.00288 uW, yosys aoi share=26.7%, yosys synthesis chip area=5010 um2, Arrival @ worst endpoint=1880 ps, post-layout period usage=51.3%, Core ar.=16100 um2, Synth area leader=dfrtp_1, endpoints left unconstrained=52, Top cell area share=12.0%, first-pass GRT wire length=38800 um, Switching Power=604 uW, DIE HEIGHT=131 um, via-per-instance ratio=5.74, per-cell routed wire length=24.8 um, largest net degree at the start of global routing=76, synth warn=3, Peak Freq=573 MHz, RSZ-0062 raised after global routing=false, mean area per synthesized cell=8.54 um2, share of cells above drive strength 1=7.02%, startpoint types=flop, hold wc startpoint=CLK_COUNT_400HZ[15], CP Capture Type=flop, CTS Buffer Depth=2, Root Buffer=clkbuf_16, RR Startpoint=CLK_COUNT_400HZ[0], gr usage total=30.6%, grt ovf=0, Late-Pin Clk Latency=250 ps, Multiplexer share=11.4%, hpwl dp=20300 um, Peak supply drop=364 uV, Clk pwr share=13.9%, postcts setup bufs=0, status=finished, final reports clean, switching share of power=34.6%, First-pass DRT Iterations=5, final wirelength=25700 um, Setup WS pre-CTS=1650 ps, Crit path max-delay family=simple AND/OR/NAND/NOR gates, Flop pwr share=33.1%, drt first-iter violations=457, cts hold-fix bufs=0, initial antenna violation count=7, Seq share, synth=23.9%, Mapped Cells=586, die width=131 um, post-route ant nets=0, Simple Share, Synth=25.1%, crit-path cells=ha_1 > nand2_1 > nor2_1 > and3_1 > nor2b_1 > nand3_1 > xor2_1 > nor2_1, adder share=2.50%, total die size=17200 um2, Mapped Area=5010 um2, num rows=46, Final Max Slew Viols=0, total CTS buffers=3, yosys cell count=586, Bufs and invs on worst path=0, ys async rst share=56.8%, fp util=31.2%, setup TNS=0 ps, critical path type=reg -> reg, crit path max fanout=4, Clock Pin Slew Worst Setup and Hold Paths=60 ps, number of enable flip-flop cells=19, DR vias=5938, Worst Path Required=3530 ps, count of unclocked register or latch pins=23, Ports=269, Area Overhead vs Synth=55.4%, post-cts resize count=0, CP max stage delay=400 ps, DRC Markers=0, Finished Cell Area=7780 um2, Worst-Margin Slew=882 ps, post-route minimum period=1740 ps, maxcap violations=0, CTS tree=yes, Flops after synth=44, area post-placement=7680 um2, Top area cell types=dfrtp_1, edfxtp_1, a22oi_1, mux2_2, a32oi_1, Synth cell types=86, Synth logic family=AND-OR/OR-AND gates, routability congestion estimate=0.941, xor+xnor area frac=2.97%, internal power=1140 uW, slowest library cell on the worst path=dfrtp_1, worst setup margin=1660 ps, Fin. Hold Viols=0, Rel. slew slack=41.2%, H-tree lvl count=1, worst hold path class=reg -> reg, vias in the first global route=6057, Worst setup startpoint=CLK_COUNT_400HZ[0]
per-stage QoR:
step                      hold WS [ps]  utilization (%)  cells
after floorplan                    384                -    590
after global placement             467             47.8   1024
after detailed placement           482             47.8   1024
after CTS                          500             48.3   1028
after global routing               517             48.4   1034
final                              500             48.4   1034
kinds of logic (layout without fill, tap and decap cells):
kind of cell             Yosys count  after routing
AND/OR/NAND/NOR                  222            222
AND-OR/OR-AND                    172            172
buffers and inverters             72            294
multiplexers                      48             48
flip-flops                        44             44
XOR/XNOR                          17             17
adder cells (fa/ha/maj)           10             10
other                              1             11
final cells by class:
| cell class | instances | area, um2 |
|---|---|---|
| repair buffers | 272 | 2690 |
| clock buffers | 3 | 75.1 |
| well taps | 216 | 270 |
| clock inverters | 1 | 7.51 |
| diodes | 6 | 15.0 |
| inverters | 18 | 67.6 |
| flip-flops and latches | 44 | 1200 |
| multi-input cells | 474 | 3460 |
| fillers | 1474 | 8280 |
path summary, 6_finish.rpt:
check | depth (start not counted) | slack [ps] | to
setup / recovery | 8 | 1660 | CLK_COUNT_400HZ[14]
hold / removal | 2 | 500 | CLK_COUNT_400HZ[15]
setup reg to reg | 8 | 1660 | CLK_COUNT_400HZ[14]
hold reg to reg | 2 | 500 | CLK_COUNT_400HZ[15]
max in group asynchronous | 2 | 2340 | CLK_COUNT_400HZ[5]
min in group asynchronous | 2 | 810 | CLK_COUNT_400HZ[12]
layout by cell type, fill, tap and decap left out, types with 5 or more instances in the layout:
master | netlist | final
clkdlybuf4s50_1 | 0 | 259
mux2_2 | 21 | 21
inv_1 | 17 | 17
ha_1 | 10 | 10
nand4_1 | 13 | 13
mux2i_1 | 18 | 18
nand3_1 | 28 | 28
o211ai_1 | 7 | 7
dfrtp_1 | 24 | 24
nor2b_1 | 7 | 7
o22ai_1 | 6 | 6
xor2_1 | 10 | 10
xnor2_1 | 7 | 7
a21oi_1 | 14 | 14
edfxtp_1 | 19 | 19
diode_2 | 0 | 6
a31oi_1 | 5 | 5
nand2_1 | 43 | 43
and4b_1 | 8 | 8
nor3_1 | 7 | 7
a22oi_1 | 32 | 32
nor3b_1 | 7 | 7
and3_1 | 12 | 12
conb_1 | 1 | 5
buf_4 | 5 | 13
o21ai_0 | 21 | 21
nand3b_1 | 8 | 8
and2_1 | 5 | 5
nor4_1 | 5 | 5
a32oi_1 | 25 | 25
nor2_1 | 48 | 48
worst reg2reg max path, cell delays in order (launching register included):
cell	delay, ps
dfrtp_1	400
ha_1	230
nand2_1	70
nor2_1	160
and3_1	230
nor2b_1	240
nand3_1	120
xor2_1	130
nor2_1	50
sequential cells by signal, indices dropped and copies added (netlist names):
name and count:
CLK_COUNT_400HZ 20, DATA_BUS 8, CHAR_COUNT 5, next_command 4, state 4, CLK_400HZ 1, LCD_E 1, LCD_RS 1
synth_stat cells (7+ instances only):
library cell,instances
mux2_2,21
xnor2_1,7
edfxtp_1,19
and4b_1,8
inv_1,17
nand3b_1,8
nor3b_1,7
dfrtp_1,24
nand3_1,28
o21ai_0,21
a22oi_1,32
buf_2,14
o211ai_1,7
nand4_1,13
nor2_1,48
ha_1,10
xor2_1,10
nor3_1,7
clkbuf_1,24
nand2_1,43
a21oi_1,14
nor2b_1,7
a32oi_1,25
and3_1,12
mux2i_1,18
routing by layer:
layer	vias up	GRT usage (%)	share of wire, %
met5	-	0	0
li1	2741	-	-
met2	287	47.8	46
met4	0	6.93	2.1
met1	2882	43.9	44
met3	28	6.29	8.2
power groups by stage:
stage	registers, uW	clock network (uW)	logic [uW]
finish	578	243	924
global route	591	262	1000
CTS	579	248	920
Power figures rest on the tool's default switching activity, not on a simulated workload.
