==> flow/design.v <==
module Memoria_Mensagem (input [2:0] flag_mensagem,
		output reg [7:0] hex_1_00, hex_1_01, hex_1_02, hex_1_03, hex_1_04, hex_1_05, hex_1_06, hex_1_07, hex_1_08, hex_1_09, hex_1_10, hex_1_11, hex_1_12, hex_1_13, hex_1_14, hex_1_15,
		output reg [7:0] hex_2_00, hex_2_01, hex_2_02, hex_2_03, hex_2_04, hex_2_05, hex_2_06, hex_2_07, hex_2_08, hex_2_09, hex_2_10, hex_2_11, hex_2_12, hex_2_13, hex_2_14, hex_2_15
);
	always @ (flag_mensagem) begin
		case (flag_mensagem)
			3'b000: begin  
				hex_1_00 = 8'h00000020;
				hex_1_01 = 8'h00000020;
				hex_1_02 = 8'h00000020;
				hex_1_03 = 8'h00000020;
				hex_1_04 = 8'h00000020;
				hex_1_05 = 8'h00000020;
				hex_1_06 = 8'h00000020;
				hex_1_07 = 8'h00000020;
				hex_1_08 = 8'h00000020;
				hex_1_09 = 8'h00000020;
				hex_1_10 = 8'h00000020;
				hex_1_11 = 8'h00000020;
				hex_1_12 = 8'h00000020;
				hex_1_13 = 8'h00000020;
				hex_1_14 = 8'h00000020;
				hex_1_15 = 8'h00000020;
				hex_2_00 = 8'h00000020;
				hex_2_01 = 8'h00000020;
				hex_2_02 = 8'h00000020;
				hex_2_03 = 8'h00000020;
				hex_2_04 = 8'h00000020;
				hex_2_05 = 8'h00000020;
				hex_2_06 = 8'h00000020;
				hex_2_07 = 8'h00000020;
				hex_2_08 = 8'h00000020;
				hex_2_09 = 8'h00000020;
				hex_2_10 = 8'h00000020;
				hex_2_11 = 8'h00000020;
				hex_2_12 = 8'h00000020;
				hex_2_13 = 8'h00000020;
				hex_2_14 = 8'h00000020;
				hex_2_15 = 8'h00000020;
			end
			3'b001: begin  
				hex_1_00 = 8'h00000043;
				hex_1_01 = 8'h00000068;
				hex_1_02 = 8'h0000006f;
				hex_1_03 = 8'h00000076;
				hex_1_04 = 8'h00000065;
				hex_1_05 = 8'h0000006e;
				hex_1_06 = 8'h00000064;
				hex_1_07 = 8'h0000006f;
				hex_1_08 = 8'h00000020;
				hex_1_09 = 8'h00000021;
				hex_1_10 = 8'h00000020;
				hex_1_11 = 8'h00000020;
				hex_1_12 = 8'h00000020;
				hex_1_13 = 8'h00000020;
				hex_1_14 = 8'h00000020;
				hex_1_15 = 8'h00000020;
				hex_2_00 = 8'h00000020;
				hex_2_01 = 8'h00000020;
				hex_2_02 = 8'h00000020;
				hex_2_03 = 8'h00000020;
				hex_2_04 = 8'h00000020;
				hex_2_05 = 8'h00000020;
				hex_2_06 = 8'h00000020;
				hex_2_07 = 8'h00000020;
				hex_2_08 = 8'h00000020;
				hex_2_09 = 8'h00000020;
				hex_2_10 = 8'h00000020;
				hex_2_11 = 8'h00000020;
				hex_2_12 = 8'h00000020;
				hex_2_13 = 8'h00000020;
				hex_2_14 = 8'h00000020;
				hex_2_15 = 8'h00000020;
			end
			3'b010: begin  
				hex_1_00 = 8'h00000054;
				hex_1_01 = 8'h00000065;
				hex_1_02 = 8'h0000006d;
				hex_1_03 = 8'h00000070;
				hex_1_04 = 8'h0000006f;
				hex_1_05 = 8'h00000020;
				hex_1_06 = 8'h00000053;
				hex_1_07 = 8'h00000065;
				hex_1_08 = 8'h00000063;
				hex_1_09 = 8'h0000006f;
				hex_1_10 = 8'h00000020;
				hex_1_11 = 8'h00000021;
				hex_1_12 = 8'h00000020;
				hex_1_13 = 8'h00000020;
				hex_1_14 = 8'h00000020;
				hex_1_15 = 8'h00000020;
				hex_2_00 = 8'h00000020;
				hex_2_01 = 8'h00000020;
				hex_2_02 = 8'h00000020;
				hex_2_03 = 8'h00000020;
				hex_2_04 = 8'h00000020;
				hex_2_05 = 8'h00000020;
				hex_2_06 = 8'h00000020;
				hex_2_07 = 8'h00000020;
				hex_2_08 = 8'h00000020;
				hex_2_09 = 8'h00000020;
				hex_2_10 = 8'h00000020;
				hex_2_11 = 8'h00000020;
				hex_2_12 = 8'h00000020;
				hex_2_13 = 8'h00000020;
				hex_2_14 = 8'h00000020;
				hex_2_15 = 8'h00000020;
			end
			3'b011: begin  
				hex_1_00 = 8'h00000042;
				hex_1_01 = 8'h0000006c;
				hex_1_02 = 8'h00000075;
				hex_1_03 = 8'h00000065;
				hex_1_04 = 8'h00000074;
				hex_1_05 = 8'h0000006f;
				hex_1_06 = 8'h0000006f;
				hex_1_07 = 8'h00000074;
				hex_1_08 = 8'h00000068;
				hex_1_09 = 8'h0000003a;
				hex_1_10 = 8'h00000020;
				hex_1_11 = 8'h00000020;
				hex_1_12 = 8'h00000020;
				hex_1_13 = 8'h00000020;
				hex_1_14 = 8'h00000020;
				hex_1_15 = 8'h00000020;
				hex_2_00 = 8'h0000004f;
				hex_2_01 = 8'h0000006e;
				hex_2_02 = 8'h00000020;
				hex_2_03 = 8'h00000020;
				hex_2_04 = 8'h00000020;
				hex_2_05 = 8'h00000020;
				hex_2_06 = 8'h00000020;
				hex_2_07 = 8'h00000020;
				hex_2_08 = 8'h00000020;
				hex_2_09 = 8'h00000020;
				hex_2_10 = 8'h00000020;
				hex_2_11 = 8'h00000020;
				hex_2_12 = 8'h00000020;
				hex_2_13 = 8'h00000020;
				hex_2_14 = 8'h00000020;
				hex_2_15 = 8'h00000020;
			end
			3'b100: begin  
				hex_1_00 = 8'h00000042;
				hex_1_01 = 8'h0000006c;
				hex_1_02 = 8'h00000075;
				hex_1_03 = 8'h00000065;
				hex_1_04 = 8'h00000074;
				hex_1_05 = 8'h0000006f;
				hex_1_06 = 8'h0000006f;
				hex_1_07 = 8'h00000074;
				hex_1_08 = 8'h00000068;
				hex_1_09 = 8'h0000003a;
				hex_1_10 = 8'h00000020;
				hex_1_11 = 8'h00000020;
				hex_1_12 = 8'h00000020;
				hex_1_13 = 8'h00000020;
				hex_1_14 = 8'h00000020;
				hex_1_15 = 8'h00000020;
				hex_2_00 = 8'h0000004f;
				hex_2_01 = 8'h00000066;
				hex_2_02 = 8'h00000066;
				hex_2_03 = 8'h00000020;
				hex_2_04 = 8'h00000020;
				hex_2_05 = 8'h00000020;
				hex_2_06 = 8'h00000020;
				hex_2_07 = 8'h00000020;
				hex_2_08 = 8'h00000020;
				hex_2_09 = 8'h00000020;
				hex_2_10 = 8'h00000020;
				hex_2_11 = 8'h00000020;
				hex_2_12 = 8'h00000020;
				hex_2_13 = 8'h00000020;
				hex_2_14 = 8'h00000020;
				hex_2_15 = 8'h00000020;
			end
			3'b101: begin  
				hex_1_00 = 8'h00000053;
				hex_1_01 = 8'h00000065;
				hex_1_02 = 8'h0000006e;
				hex_1_03 = 8'h00000073;
				hex_1_04 = 8'h0000006f;
				hex_1_05 = 8'h00000072;
				hex_1_06 = 8'h00000020;
				hex_1_07 = 8'h00000064;
				hex_1_08 = 8'h00000065;
				hex_1_09 = 8'h00000073;
				hex_1_10 = 8'h0000006c;
				hex_1_11 = 8'h00000069;
				hex_1_12 = 8'h00000067;
				hex_1_13 = 8'h00000061;
				hex_1_14 = 8'h00000064;
				hex_1_15 = 8'h0000006f;
				hex_2_00 = 8'h00000042;
				hex_2_01 = 8'h0000006c;
				hex_2_02 = 8'h00000075;
				hex_2_03 = 8'h00000065;
				hex_2_04 = 8'h00000074;
				hex_2_05 = 8'h0000006f;
				hex_2_06 = 8'h0000006f;
				hex_2_07 = 8'h00000074;
				hex_2_08 = 8'h00000068;
				hex_2_09 = 8'h0000003a;
				hex_2_10 = 8'h00000020;
				hex_2_11 = 8'h0000004f;
				hex_2_12 = 8'h00000066;
				hex_2_13 = 8'h00000066;
				hex_2_14 = 8'h00000020;
				hex_2_15 = 8'h00000020;
			end
			3'b110: begin  
				hex_1_00 = 8'h00000042;
				hex_1_01 = 8'h0000006c;
				hex_1_02 = 8'h00000075;
				hex_1_03 = 8'h00000065;
				hex_1_04 = 8'h00000074;
				hex_1_05 = 8'h0000006f;
				hex_1_06 = 8'h0000006f;
				hex_1_07 = 8'h00000074;
				hex_1_08 = 8'h00000068;
				hex_1_09 = 8'h0000003a;
				hex_1_10 = 8'h00000020;
				hex_1_11 = 8'h00000020;
				hex_1_12 = 8'h00000020;
				hex_1_13 = 8'h00000020;
				hex_1_14 = 8'h00000020;
				hex_1_15 = 8'h00000020;
				hex_2_00 = 8'h00000052;
				hex_2_01 = 8'h00000065;
				hex_2_02 = 8'h00000073;
				hex_2_03 = 8'h00000065;
				hex_2_04 = 8'h00000074;
				hex_2_05 = 8'h00000021;
				hex_2_06 = 8'h00000020;
				hex_2_07 = 8'h00000020;
				hex_2_08 = 8'h00000020;
				hex_2_09 = 8'h00000020;
				hex_2_10 = 8'h00000020;
				hex_2_11 = 8'h00000020;
				hex_2_12 = 8'h00000020;
				hex_2_13 = 8'h00000020;
				hex_2_14 = 8'h00000020;
				hex_2_15 = 8'h00000020;
			end
			default: begin  
				hex_1_00 = 8'h00000020;
				hex_1_01 = 8'h00000020;
				hex_1_02 = 8'h00000020;
				hex_1_03 = 8'h00000020;
				hex_1_04 = 8'h00000020;
				hex_1_05 = 8'h00000020;
				hex_1_06 = 8'h00000020;
				hex_1_07 = 8'h00000020;
				hex_1_08 = 8'h00000020;
				hex_1_09 = 8'h00000020;
				hex_1_10 = 8'h00000020;
				hex_1_11 = 8'h00000020;
				hex_1_12 = 8'h00000020;
				hex_1_13 = 8'h00000020;
				hex_1_14 = 8'h00000020;
				hex_1_15 = 8'h00000020;
				hex_2_00 = 8'h00000020;
				hex_2_01 = 8'h00000020;
				hex_2_02 = 8'h00000020;
				hex_2_03 = 8'h00000020;
				hex_2_04 = 8'h00000020;
				hex_2_05 = 8'h00000020;
				hex_2_06 = 8'h00000020;
				hex_2_07 = 8'h00000020;
				hex_2_08 = 8'h00000020;
				hex_2_09 = 8'h00000020;
				hex_2_10 = 8'h00000020;
				hex_2_11 = 8'h00000020;
				hex_2_12 = 8'h00000020;
				hex_2_13 = 8'h00000020;
				hex_2_14 = 8'h00000020;
				hex_2_15 = 8'h00000020;
			end
		endcase
	end
endmodule
==> flow/run.sh <==
#!/bin/bash
# OpenROAD 26Q1-2900-gdf79404cd8, Yosys 0.63+post, stock flow scripts
make -C /OpenROAD-flow-scripts/flow DESIGN_CONFIG=/design/flow/config.mk WORK_HOME=/design/flow/orfs finish
==> flow/config.mk <==
export PLATFORM = sky130hd
export DESIGN_NAME = Memoria_Mensagem
export DESIGN_NICKNAME = Memoria_Mensagem
export VERILOG_FILES = /design/flow/design.v
export SDC_FILE = /design/flow/constraint.sdc
export NUM_CORES = 4
export LEC_CHECK = 1
export CORE_AREA = 10 10 108 108
export DIE_AREA = 0 0 118 118
==> flow/constraint.sdc <==
current_design Memoria_Mensagem

set clk_period 2.6
set clk_io_pct 0.2

create_clock -name clk0 -period $clk_period

set non_clock_inputs [all_inputs -no_clocks]
set_input_delay [expr $clk_period * $clk_io_pct] -clock clk0 $non_clock_inputs
set_output_delay [expr $clk_period * $clk_io_pct] -clock clk0 [all_outputs]
==> results_dict.tcl <==
# collected from the flow reports
set metrics [dict create \
    run_status "complete, no violations" \
    drt-pass1-iter-count 5 \
    number_of_design_rule_violations_left_by_the_first_detailed_router_iteration 37 \
    setup_viol 0 \
    flop_area_um2 0 \
    dpl-instance-area_mm2 0.00247 \
    cp-endpoint "hex_1_07[6]" \
    route.antenna.diode_count 0 \
    post-dp-hpwl_um 5280 \
    avgViaCountPerCell 2.80 \
    number_of_pins_with_negative_max_slew_slack_in_the_final_report 0 \
    holdWs_ns 1.78 \
    max_cap_viol_count 0 \
    warning_count 32 \
    power.density_cell_area_mw_per_mm2 134 \
    hold_viol 0 \
    via_count_of_the_first_global_routing_pass 1472 \
    vdd_ir_drop_max_uv 41.4 \
    drcViolationCount 0 \
    synth.yosys.num_cells 275 \
    die_area_mm2 0.0139 \
    core.rowCount 35 \
    worst-endpoint-arrival_ns 1.94 \
    layout-drive-gt1-share 0.109 \
    design_area_mm2 0.00253 \
    min_path_cells 4 \
    final_period_minus_worst_setup_slack_ns 2.46 \
    synth.lib_cells_used.distinct 24 \
    die-width_um 118 \
    number_of_placed_cells_counting_well_taps 467 \
    yosys_area_mm2 0.00194 \
    floorplan.io_pins 259 \
    largest_area_cell "sky130_fd_sc_hd__buf_4" \
    die_h_um 118 \
    synthDominantCellAreaShare 0.812 \
    critPathLaunchType "primary input" \
    grt_setup_unrepaired "no" \
    grt.overflow.total 0 \
    share_of_the_clock_period_used_by_the_worst_path_after_layout 0.948 \
    critical_path.max_fanout 8 \
    core_util_floorplan 0.209 \
    setup-tns-final_ns 0 \
    grt_pass1_wl_um 8150 \
    routed_wirelength_um 5720 \
    port-buffer-count 132 \
    flow.area_growth_from_synthesis_pct 30.2 \
    postSynthSeqShare 0 \
    required_ns 2.08 \
    crit_path_end_kind "output port" \
    holdCritPathClass "in2out" \
    grt_antenna_before_repair 0 \
    wire_per_inst_um 12.2 \
    ant_nets 0 \
    via_count 1312 \
    ys_top_cells_by_area "sky130_fd_sc_hd__buf_4, sky130_fd_sc_hd__xor2_1, sky130_fd_sc_hd__nor2_1, sky130_fd_sc_hd__xnor2_1, sky130_fd_sc_hd__inv_1" \
    worst-setup-path-type "in2out" \
    crit_path_start "flag_mensagem[1]" \
    layout.cells.non_filler 469 \
    max_clock_freq_mhz 406 \
    synth_warnings 1 \
    grt_max_degree 21 \
    post_synth.cell_area_avg_um2 7.06 \
    synth_cells 275 \
    netlist_area_mm2 0.00194 \
    fin_util 0.272 \
    gr-usage-all-layers 0.0692 \
    place_congestion 0.667 \
    fp.coreArea_mm2 0.00928 \
    cts.hold.buffers_added 0 \
    leakagePower_nw 1.24 \
    sequential_cell_total 0 \
    clock_buffer_count 0 \
]
routing by layer:
layer | wire length, um | track usage | part of all wire
met1 | 2260 | 0.0755 | 0.39
met2 | 2870 | 0.130 | 0.50
met3 | 588 | 0.0272 | 0.10
met4 | 0 | 0 | 0
met5 | 0 | 0 | 0
synthesized netlist by cell type:
cell type,instances
sky130_fd_sc_hd__o21ai_0,4
sky130_fd_sc_hd__a21oi_1,3
sky130_fd_sc_hd__clkbuf_1,2
sky130_fd_sc_hd__nand2b_1,1
sky130_fd_sc_hd__nand2_1,4
sky130_fd_sc_hd__nand3b_1,1
sky130_fd_sc_hd__xnor2_1,4
sky130_fd_sc_hd__buf_4,210
sky130_fd_sc_hd__inv_2,1
sky130_fd_sc_hd__nor2b_1,4
sky130_fd_sc_hd__nor2_1,11
sky130_fd_sc_hd__conb_1,2
sky130_fd_sc_hd__and3_1,1
sky130_fd_sc_hd__nor3_1,2
sky130_fd_sc_hd__or3b_1,1
sky130_fd_sc_hd__or2_1,1
sky130_fd_sc_hd__buf_2,3
sky130_fd_sc_hd__o21ai_2,2
sky130_fd_sc_hd__o22ai_1,1
sky130_fd_sc_hd__buf_6,2
sky130_fd_sc_hd__nand2_2,1
sky130_fd_sc_hd__and2_1,2
sky130_fd_sc_hd__inv_1,7
sky130_fd_sc_hd__xor2_1,5
timing repair:
action,4_1_cts,5_1_grt
gates resized,12,3
setup buffers,0,1
pin swaps,1,1
cloned,1,0
setup endpoints to repair,110,20
cells in the final DEF (no fill, tap or decap), types with 2 or more instances in the layout:
master and n:
sky130_fd_sc_hd__a21oi_1 3, sky130_fd_sc_hd__and2_1 2, sky130_fd_sc_hd__buf_12 2, sky130_fd_sc_hd__buf_4 20, sky130_fd_sc_hd__buf_6 2, sky130_fd_sc_hd__clkbuf_2 2
sky130_fd_sc_hd__clkdlybuf4s50_1 129, sky130_fd_sc_hd__conb_1 127, sky130_fd_sc_hd__inv_1 6, sky130_fd_sc_hd__inv_2 2, sky130_fd_sc_hd__nand2_1 4, sky130_fd_sc_hd__nor2_1 11
sky130_fd_sc_hd__nor2b_1 4, sky130_fd_sc_hd__o21ai_0 4, sky130_fd_sc_hd__o21ai_2 2, sky130_fd_sc_hd__xnor2_1 3, sky130_fd_sc_hd__xor2_1 5
critical path: stages:
cell	delay, ns
sky130_fd_sc_hd__dlygate4sd2_1	0.28
sky130_fd_sc_hd__buf_4	0.17
sky130_fd_sc_hd__and3_2	0.25
sky130_fd_sc_hd__nor2_1	0.10
sky130_fd_sc_hd__buf_4	0.14
sky130_fd_sc_hd__clkdlybuf4s50_1	0.48
power by group:
part | internal (mW) | total (mW) | leakage [nW] | switching (mW)
Clock | 0 | 0 | 0 | 0
Combinational | 0.243 | 0.340 | 1.24 | 0.0968
Sequential | 0 | 0 | 0 | 0
per-stage QoR:
step                total power, mW  setup slack, ns
finish                        0.340            0.136
global route                  0.384           0.0144
CTS                           0.357           0.0187
detailed placement            0.346           -0.389
global placement              0.348           -0.424
floorplan                     0.272            0.350
worst min-delay path by stage:
stage	end	startpoint	slack, ns
after CTS	hex_1_03[2]	flag_mensagem[0]	1.97
after global routing	hex_1_06[6]	flag_mensagem[2]	1.84
final	hex_1_03[2]	flag_mensagem[0]	1.78
logic make-up (layout without fill, tap and decap cells):
family	count (synthesis)	count (layout)	share of synthesized area
compound gates	10	10	0.0303
xor+xnor	9	9	0.0406
buf+inv	225	165	0.851
other cells	2	127	0.00387
simple gates	29	29	0.0747
layout make-up:
| class | instances | area [um^2] |
|---|---|---|
| Inverter | 8 | 30.0 |
| Timing Repair Buffer | 157 | 1560 |
| Fill cell | 998 | 6760 |
| Tap cell | 129 | 161 |
| Multi-Input combinational cell | 175 | 782 |
Power is estimated from default activity; no workload was simulated.
