--- /design/flow/run.sh ---
#!/bin/bash
# OpenROAD 26Q1-2900-gdf79404cd8, Yosys 0.63+post, stock flow scripts
make -C /OpenROAD-flow-scripts/flow DESIGN_CONFIG=/design/flow/config.mk WORK_HOME=/design/flow/orfs finish
--- /design/flow/config.mk ---
export PLATFORM = sky130hd
export DESIGN_NAME = Modulo_Bluetooth
export DESIGN_NICKNAME = Modulo_Bluetooth
export VERILOG_FILES = /design/flow/design.v
export SDC_FILE = /design/flow/constraint.sdc
export NUM_CORES = 4
export LEC_CHECK = 1
export CORE_UTILIZATION = 30
--- /design/flow/constraint.sdc ---
current_design Modulo_Bluetooth

set clk_period 3.2
set clk_io_pct 0.2

create_clock -name clk0 -period $clk_period [get_ports {Clk}]

set non_clock_inputs [all_inputs -no_clocks]
set_input_delay [expr $clk_period * $clk_io_pct] -clock clk0 $non_clock_inputs
set_output_delay [expr $clk_period * $clk_io_pct] -clock clk0 [all_outputs]
--- /design/flow/design.v ---
module Modulo_Bluetooth(
		input [7:0] TxData,
    	input Clk                     ,
    	input Rst_n                   ,   
    	output Tx                      
	);
wire          	RxDone          ;  
wire          	TxDone          ;  
wire            tick		;  
wire          	TxEn            ;
wire 		RxEn		;
wire [3:0]      NBits    	;
wire [15:0]    	BaudRate        ;  
assign 		RxEn = 1'b1	;
assign 		TxEn = 1'b1	;
assign 		BaudRate = 16'd325; 	 
assign 		NBits = 4'b1000	;	 
UART_rs232_tx I_RS232TX(
   	.Clk(Clk)            	,
    	.Rst_n(Rst_n)         	,
    	.TxEn(TxEn)           	,
    	.TxData(TxData)      	,
   	.TxDone(TxDone)      	,
   	.Tx(Tx)               	,
   	.Tick(tick)           	,
   	.NBits(NBits)
    );
UART_BaudRate_generator I_BAUDGEN(
    	.Clk(Clk)               ,
    	.Rst_n(Rst_n)           ,
    	.Tick(tick)             ,
    	.BaudRate(BaudRate)
    );
endmodule
module UART_BaudRate_generator(
    Clk                   ,
    Rst_n                 ,
    Tick                  ,
    BaudRate
    );
input           Clk                 ;  
input           Rst_n               ;  
input [15:0]    BaudRate            ;  
output          Tick                ;  
reg [15:0]      baudRateReg         ;  
always @(posedge Clk or negedge Rst_n)
    if (!Rst_n) baudRateReg <= 16'b1;
    else if (Tick) baudRateReg <= 16'b1;
         else baudRateReg <= baudRateReg + 1'b1;
assign Tick = (baudRateReg == BaudRate);
endmodule
module UART_rs232_tx (Clk,Rst_n,TxEn,TxData,TxDone,Tx,Tick,NBits);	 
input Clk, Rst_n, TxEn,Tick;	 
input [3:0]NBits;		 
input [7:0]TxData;		 
output Tx;
output TxDone;
parameter  IDLE = 1'b0, WRITE = 1'b1;	 
reg  State, Next;			 
reg  TxDone = 1'b0;			 
reg  Tx;				 
reg write_enable = 1'b0;		 
reg start_bit = 1'b1;			 
reg stop_bit = 1'b0;			 
reg [4:0] Bit = 5'b00000;		 
reg [3:0] counter = 4'b0000;		 
reg [7:0] in_data=8'b00000000;		 
reg [1:0] R_edge;			 
wire D_edge;				 
always @ (posedge Clk or negedge Rst_n)			 
begin
if (!Rst_n)	State <= IDLE;				 
else 		State <= Next;				 
end
always @ (State or D_edge or TxData or TxDone) 
begin
    case(State)	
	IDLE:	if(D_edge)		Next = WRITE;		 
		else			Next = IDLE;
	WRITE:	if(TxDone)		Next = IDLE;  		 
		else			Next = WRITE;
	default 			Next = IDLE;
    endcase
end
always @ (State)
begin
    case (State)
	WRITE: begin
		write_enable <= 1'b1;	 
	end
	IDLE: begin
		write_enable <= 1'b0;	 
	end
    endcase
end
always @ (posedge Tick)
begin
	if (!write_enable)				 
	begin
	TxDone = 1'b0;
	start_bit <=1'b1;
	stop_bit <= 1'b0;
	end
	if (write_enable)				 
	begin
	counter <= counter+1;				 
	if(start_bit & !stop_bit)			 
	begin
	Tx <=1'b0;					 
	in_data <= TxData;				 
	end		
	if ((counter == 4'b1111) & (start_bit) )	 
	begin		
	start_bit <= 1'b0;
	in_data <= {1'b0,in_data[7:1]};
	Tx <= in_data[0];
	end
	if ((counter == 4'b1111) & (!start_bit) &  (Bit < NBits-1))	 
	begin		
	in_data <= {1'b0,in_data[7:1]};
	Bit<=Bit+1;
	Tx <= in_data[0];
	start_bit <= 1'b0;
	counter <= 4'b0000;
	end	
	if ((counter == 4'b1111) & (Bit == NBits-1) & (!stop_bit))	 
	begin
	Tx <= 1'b1;	
	counter <= 4'b0000;	
	stop_bit<=1'b1;
	end
	if ((counter == 4'b1111) & (Bit == NBits-1) & (stop_bit) )	 
	begin
	Bit <= 4'b0000;
	TxDone <= 1'b1;
	counter <= 4'b0000;
	end
	end
end
always @ (posedge Clk or negedge Rst_n)
begin
	if(!Rst_n)
	begin
	R_edge <= 2'b00;
	end
	else
	begin
	R_edge <={R_edge[0], TxEn};
	end
end
assign D_edge = !R_edge[1] & R_edge[0];
endmodule
==> flow_summary.json <==
{
  "crit_path_start_kind": "register",
  "cts_tree": "done",
  "end_kind": "register",
  "antenna_left": 0,
  "dp_cells": 225,
  "slew_viol_final": 0,
  "syn_avg_cell_area_um2": 12.71,
  "cp_max_fo": 27,
  "grt_max_degree": 28,
  "num_antenna_cells": 0,
  "p_leak_nw": 0.8030,
  "track_usage_pct": 9.441,
  "die_h_um": 79.58,
  "port-buffer-count": 10,
  "cp.required_ns": 3.30,
  "r2r_slack_ns": 1.27,
  "yosys.area.top_type_share_pct": 29.94,
  "ff_latch_area_um2": 1077,
  "drv_cap": 0,
  "clkLatencyLatePin_ns": 0.25,
  "yosys-top-cells-area": "edfxtp_1 (30%), dfrtp_1 (25%), xnor2_1 (5.3%)",
  "holdBufCountCts": 0,
  "firstDrtPassIters": 4,
  "clockBufferDepth": 2,
  "rows": 27,
  "period_needed_ns": 1.927,
  "dpl.hpwl_um": 1964,
  "antenna_found_initial": 0,
  "io_pins": 11,
  "hold_class": "reg -> reg",
  "run_status": "finished, final reports clean",
  "synth_seq_share_pct": 59.67,
  "synthArstFlopShare_pct": 47.50,
  "cp.arrival_ns": 2.03,
  "path_clk_slew_ns": 0.07,
  "overflow": 0,
  "warning_count": 26,
  "worst_pin_slew_ns": 0.8154,
  "fp-utilization_pct": 32.00,
  "cts_buffers": 3,
  "vias": 1066,
  "ys_cells": 142,
  "instances_no_fill": 229,
  "yosys_area_um2": 1805,
  "synth_cells": 142,
  "rsz0062_at_grt": "no",
  "drive_gt1_share_pct": 12.74,
  "synth_area_leader_cell": "edfxtp_1",
  "die_w_um": 79.58,
  "routed_via_density": 4.655,
  "syn_area_um2": 1805,
  "post_cts_buffers": 0,
  "yosysUniqueCellTypes": 35,
  "routed_wl_um": 2632,
  "skew_ns": 0.003191,
  "final.setup.tns_ns": 0,
  "grt_pass1_vias": 1049,
  "synth_flops": 40,
  "ir_worst_vdd_mv": 0.2645,
  "ys_top_cells_by_count": "dfrtp_1 (18), edfxtp_1 (18), nor2_1 (12)",
  "drt_iter0_drc": 48,
  "combGateArea_um2": 703.2,
  "power.density_nw_per_um2": 206.8,
  "cts.repair.resized": 0,
  "setup_viol": 0,
  "fmax_mhz": 518.9,
  "drc": 0,
  "grt_pass1_wl_um": 4712,
  "timing.final.crit_share_pct": 60.23,
  "ys.warnings.count": 2,
  "cts_root_buffer": "clkbuf_8",
  "gp_congestion": 0.8363,
  "critical_path_class": "reg -> reg",
  "wl_per_cell_um": 11.49,
  "synth-edff-count": 18,
  "unconstrained_endpoints": 40,
  "max_slew_margin_pct": 45.47,
  "hold_violations": 0,
  "syn2layout_area_growth_pct": 13.72,
  "coreArea_um2": 5642,
  "unclocked_pins": 21,
  "fillCellCount": 526,
  "chipArea_um2": 6332,
  "synthFlopType": "edfxtp_1",
  "htree_levels": 1
}
[layout make-up]
| class | count | share of cell area (%) |
|---|---|---|
| well taps | 72 | 4.388 |
| repair buffers | 13 | 5.972 |
| inverters | 4 | 0.7313 |
| multi-input cells | 96 | 34.25 |
| flip-flops and latches | 40 | 52.47 |
| clock buffers | 4 | 2.194 |
[per-layer routing]
metal  track usage [%]  wire (um)  up-vias
met1             15.33       1333      516
li1                  -          -      532
met5                 0          0        -
met2             14.36       1208       18
met4            0.7273          0        0
met3             1.508         90        0
[final timing paths]
path,from,end,cells past startpoint
max in group asynchronous,Rst_n,I_BAUDGEN.baudRateReg[0],2
min reg2reg,I_RS232TX.R_edge[0],I_RS232TX.R_edge[1],0
min,I_RS232TX.R_edge[0],I_RS232TX.R_edge[1],0
max reg2reg,I_BAUDGEN.baudRateReg[4],I_BAUDGEN.baudRateReg[8],3
min in group asynchronous,Rst_n,I_BAUDGEN.baudRateReg[10],2
max,I_BAUDGEN.baudRateReg[4],I_BAUDGEN.baudRateReg[8],3
[worst max-delay path, cell delays in order, from the launching register on]
cell	delay (ns)
dfrtp_1	0.41
or4_4	0.55
nor3_4	0.71
nor2_1	0.11
[stage by stage]
step           total power, mW  hold WS (ns)  area [um2]  utilization, %  setup slack, ns
2_1_floorplan           0.2526        0.3444        1805               -            1.523
3_3_place_gp            0.2691        0.3637        2008           35.60            1.306
4_1_cts                 0.4326        0.3878        2053           36.39            1.232
6_report                0.4247        0.3823        2053           36.39            1.273
3_5_place_dp            0.2696        0.3724        2008           35.60            1.235
5_1_grt                 0.4476        0.4072        2053           36.39            1.106
[report_power, final]
group / switching (mW) / internal, mW
Clock: 0.0719 / 0.0882
Sequential: 0.000414 / 0.243
Combinational: 0.00705 / 0.0139
Total: 0.0794 / 0.345
[logic make-up after synthesis]
| kind of cell | after synthesis | share of synthesized area (%) |
|---|---|---|
| flops | 40 | 59.67 |
| xor+xnor | 19 | 9.217 |
| mux | 8 | 4.921 |
| fa+ha+maj | 4 | 2.772 |
| other cells | 1 | 0.2077 |
| compound gates | 10 | 3.880 |
| simple gates | 54 | 17.95 |
| buf+inv | 6 | 1.386 |
[registers in the layout, summed over array words and instances, names as in the netlist]
name	cells
I_BAUDGEN.baudRateReg	16
I_RS232TX.Bit	5
I_RS232TX.R_edge	2
I_RS232TX.State	1
I_RS232TX.Tx	1
I_RS232TX.TxDone	1
I_RS232TX.counter	4
I_RS232TX.in_data	8
I_RS232TX.start_bit	1
I_RS232TX.stop_bit	1
[layout by cell type, fill, tap and decap left out, types with 5 or more instances in the layout]
| cell | n |
|---|---|
| dfrtp_1 | 18 |
| edfxtp_1 | 18 |
| nor2_1 | 12 |
| xnor2_1 | 11 |
| clkdlybuf4s50_1 | 10 |
| xor2_1 | 8 |
| nand3_1 | 7 |
| nand2_1 | 7 |
| mux2_2 | 7 |
| nand4_1 | 6 |
| and2_1 | 5 |
Power and IR drop assume default switching activity.
